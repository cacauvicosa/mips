[design/flow/design.v]
module controlnop(
		input  wire	[5:0]	opcode,
	        input  wire     [5:0]   func,
		output reg			branch_eq, branch_ne,
		output reg [1:0]	aluop,
		output reg			memread, memwrite, memtoreg,
		output reg			regdst, regwrite, alusrc,
		output reg			jump);
	always @(*) begin
		aluop[1:0]	<= 2'b10;
		alusrc		<= 1'b0;
		branch_eq	<= 1'b0;
		branch_ne	<= 1'b0;
		memread		<= 1'b0;
		memtoreg	<= 1'b0;
		memwrite	<= 1'b0;
		regdst		<= 1'b1;
		regwrite	<= 1'b1;
		jump		<= 1'b0;
		case (opcode)
			6'b100011: begin	 
				memread  <= 1'b1;
				regdst   <= 1'b0;
				memtoreg <= 1'b1;
				aluop[1] <= 1'b0;
				alusrc   <= 1'b1;
			end
			6'b001000: begin	 
				regdst   <= 1'b0;
				aluop[1] <= 1'b0;
				alusrc   <= 1'b1;
			end
			6'b000100: begin	 
				aluop[0]  <= 1'b1;
				aluop[1]  <= 1'b0;
				branch_eq <= 1'b1;
				regwrite  <= 1'b0;
			end
			6'b101011: begin	 
				memwrite <= 1'b1;
				aluop[1] <= 1'b0;
				alusrc   <= 1'b1;
				regwrite <= 1'b0;
			end
			6'b000101: begin	 
				aluop[0]  <= 1'b1;
				aluop[1]  <= 1'b0;
				branch_ne <= 1'b1;
				regwrite  <= 1'b0;
			end
			6'b000000: begin	 
				if ( func == 6'b0) regwrite  <= 1'b0;
			end
			6'b000010: begin	 
				jump <= 1'b1;
			end
		endcase
	end
endmodule
[design/flow/run.sh]
#!/bin/bash
# OpenROAD 26Q1-2900-gdf79404cd8, Yosys 0.63+post, stock flow scripts
make -C /OpenROAD-flow-scripts/flow DESIGN_CONFIG=/design/flow/config.mk WORK_HOME=/design/flow/orfs finish
[design/flow/config.mk]
export PLATFORM = sky130hd
export DESIGN_NAME = controlnop
export DESIGN_NICKNAME = controlnop
export VERILOG_FILES = /design/flow/design.v
export SDC_FILE = /design/flow/constraint.sdc
export NUM_CORES = 4
export LEC_CHECK = 1
export CORE_AREA = 10 10 70 70
export DIE_AREA = 0 0 80 80
[design/flow/constraint.sdc]
current_design controlnop

set clk_period 2.0
set clk_io_pct 0.2

create_clock -name clk0 -period $clk_period

set non_clock_inputs [all_inputs -no_clocks]
set_input_delay [expr $clk_period * $clk_io_pct] -clock clk0 $non_clock_inputs
set_output_delay [expr $clk_period * $clk_io_pct] -clock clk0 [all_outputs]
==> flow_summary.html <==
<h3>Flow metrics</h3>
<table>
<tr><th>Metric</th><th>Value</th></tr>
<tr><th colspan="2">Run status</th></tr>
<tr><td>Outcome</td><td>complete, no violations</td></tr>
<tr><th colspan="2">Power</th></tr>
<tr><td>Switching power total</td><td>between 0.02 and 0.03 mW</td></tr>
<tr><td>Part of the total power dissipated in sequential elements</td><td>0</td></tr>
<tr><td>Total power density per cell area</td><td>between 100 and 150 nW/um^2</td></tr>
<tr><td>Switching share of power</td><td>0.438</td></tr>
<tr><td>Proportion of power drawn by combinational gates</td><td>1.000</td></tr>
<tr><td>Fraction of power consumed by the clock network</td><td>0</td></tr>
<tr><td>Total power consumption of the routed design</td><td>about 0.066 mW</td></tr>
<tr><td>Cell internal pwr</td><td>roughly 0.037 mW</td></tr>
<tr><td>Cell leakage power</td><td>0.236 nW</td></tr>
<tr><td>Peak VDD IR</td><td>41.2 uV</td></tr>
<tr><th colspan="2">Timing</th></tr>
<tr><td>F_max</td><td>0.518 GHz</td></tr>
<tr><td>RSZ-0062 raised after global routing</td><td>no</td></tr>
<tr><td>Worst Max-Slew Pin Slew</td><td>0.223 ns</td></tr>
<tr><td>Final WS setup</td><td>about 0.071 ns</td></tr>
<tr><td>Rel. slew slack</td><td>0.851</td></tr>
<tr><td>Final setup fails</td><td>0</td></tr>
<tr><td>Final max-slew violation count</td><td>0</td></tr>
<tr><td>Setup TNS</td><td>0 ns</td></tr>
<tr><td>Post-layout min period</td><td>about 1.9 ns</td></tr>
<tr><td>Worst hold margin</td><td>approximately 1.3 ns</td></tr>
<tr><td>Number of failing hold endpoints at the final stage</td><td>0</td></tr>
<tr><td>Cycle use final</td><td>0.964</td></tr>
<tr><th colspan="2">Global routing</th></tr>
<tr><td>Total gr overflow</td><td>0</td></tr>
<tr><td>Via count of the first global-routing pass</td><td>between 300 and 400</td></tr>
<tr><td>Maximum number of pins on one net before global-route repair</td><td>7</td></tr>
<tr><td>GRT Total Usage</td><td>0.0303</td></tr>
<tr><td>Global-route wire length before repair</td><td>between 1500 and 2000 um</td></tr>
<tr><td>Initial antenna violation count</td><td>0</td></tr>
<tr><th colspan="2">Critical path</th></tr>
<tr><td>Sequence of cells on the critical path</td><td>buf_4 -&gt; or3_4 -&gt; nor2_2 -&gt; clkdlybuf4s50_1</td></tr>
<tr><td>Sort of element at the start of the critical path</td><td>input port</td></tr>
<tr><td>CP peak stage delay</td><td>about 0.48 ns</td></tr>
<tr><td>Highest-delay cell along the critical path</td><td>sky130_fd_sc_hd__clkdlybuf4s50_1</td></tr>
<tr><td>Arrival time of the worst setup path</td><td>approximately 1.5 ns</td></tr>
<tr><td>CP Capture Type</td><td>primary output</td></tr>
<tr><td>Worst Setup Path Type</td><td>input port to primary output</td></tr>
<tr><td>Data required time at the worst endpoint</td><td>between 1.5 and 2 ns</td></tr>
<tr><td>Biggest fanout along the worst timing path</td><td>3</td></tr>
<tr><th colspan="2">Placement</th></tr>
<tr><td>Worst slack at placement</td><td>-0.535 ns</td></tr>
<tr><td>Port bufs</td><td>23</td></tr>
<tr><td>Post-DP HPWL</td><td>around 850 um</td></tr>
<tr><td>GPL Wtd Cong</td><td>between 0.6 and 0.7</td></tr>
<tr><th colspan="2">Final layout</th></tr>
<tr><td>Most used cells in the layout excluding fill and tap cells</td><td>11 x sky130_fd_sc_hd__buf_4, 8 x sky130_fd_sc_hd__clkdlybuf4s50_1, 8 x sky130_fd_sc_hd__buf_2</td></tr>
<tr><td>Post-synthesis to final-layout area growth</td><td>263%</td></tr>
<tr><td>Most frequent standard cell in the layout excluding fill and tap cells</td><td>sky130_fd_sc_hd__buf_4</td></tr>
<tr><td>Sequential cell count of the final layout</td><td>0</td></tr>
<tr><td>Layout cells sized above 1</td><td>0.525</td></tr>
<tr><td>Number of fill cells in the layout</td><td>just over 400</td></tr>
<tr><td>Final Core Density</td><td>0.161</td></tr>
<tr><td>Multi-input gate area in the final layout</td><td>209 um^2</td></tr>
<tr><td>Clkbuf count</td><td>0</td></tr>
<tr><td>Flop area</td><td>0 um^2</td></tr>
<tr><th colspan="2">Flow run</th></tr>
<tr><td>Number of maximum-capacitance constraint violations</td><td>0</td></tr>
<tr><td>Count of tool warnings</td><td>33</td></tr>
<tr><th colspan="2">Synth</th></tr>
<tr><td>Yosys Instances</td><td>25</td></tr>
<tr><td>Cell area after technology mapping</td><td>about 150 um^2</td></tr>
<tr><td>Post-Syn Area per Cell</td><td>6.06 um^2</td></tr>
<tr><td>Distinct lib cells used</td><td>17</td></tr>
<tr><td>Portion of the post-synthesis area used by sequential elements</td><td>0</td></tr>
<tr><td>Count of mapped cells out of synthesis</td><td>25</td></tr>
<tr><td>Yosys warning count</td><td>1</td></tr>
<tr><td>Yosys chip area</td><td>151 um^2</td></tr>
<tr><th colspan="2">Die</th></tr>
<tr><td>Row cnt</td><td>21</td></tr>
<tr><td>IO Count</td><td>23</td></tr>
<tr><td>Placeable core region</td><td>~3400 um^2</td></tr>
<tr><td>Die outline height</td><td>about 80 um</td></tr>
<tr><td>Die Width</td><td>approximately 80 um</td></tr>
<tr><td>FP Core Util</td><td>0.0443</td></tr>
<tr><td>Floorplan die area</td><td>approximately 6400 um^2</td></tr>
<tr><th colspan="2">Drt</th></tr>
<tr><td>Length of routed met2 wiring</td><td>~430 um</td></tr>
<tr><td>Number of remaining DRC errors</td><td>0</td></tr>
<tr><td>Number of violations reported at the end of detailed-routing iteration 0</td><td>9</td></tr>
<tr><td>Routed wirelength normalized by instance count</td><td>between 9 and 10 um</td></tr>
<tr><td>Post-detailed-route count of antenna-violating nets</td><td>0</td></tr>
<tr><td>Top routing layer used</td><td>met3</td></tr>
<tr><td>Post-route met1 wirelength</td><td>492 um</td></tr>
<tr><td>Inserted Diodes</td><td>0</td></tr>
<tr><td>Pre-Repair DR Iteration Count</td><td>4</td></tr>
<tr><td>Via total after detailed routing</td><td>between 300 and 400</td></tr>
<tr><td>Aggregate routed wire length</td><td>1050 um</td></tr>
<tr><td>Per-cell via count in the routed design</td><td>3.17</td></tr>
<tr><td>Routed met3 length</td><td>between 100 and 150 um</td></tr>
<tr><th colspan="2">Hold path</th></tr>
<tr><td>Classification of the worst-slack hold path</td><td>input port to primary output</td></tr>
<tr><td>Cell depth of the worst min-delay path</td><td>4</td></tr>
<tr><td>Worst Hold Path EP</td><td>jump</td></tr>
<tr><td>Hold path startpoint</td><td>opcode[1]</td></tr>
</table>
==> logic make-up after synthesis <==
logic type	synth area share
and+or+nand+nor	0.760
AOI/OAI and AO/OA	0.190
buffers and inverters	0.0496
==> power groups by stage <==
stage | Clock [mW] | Sequential (mW) | Combinational [mW]
4_1_cts | 0 | 0 | 0.0651
5_1_grt | 0 | 0 | 0.0705
6_report | 0 | 0 | 0.0657
==> stage by stage <==
| stage | instance area (um^2) | std cells |
|---|---|---|
| 6_report | 549 | 105 |
| 5_1_grt | 549 | 105 |
| 4_1_cts | 544 | 105 |
| 3_5_place_dp | 484 | 100 |
| 3_3_place_gp | 484 | 100 |
| 2_1_floorplan | 151 | 25 |
==> critical path, delay by kind of cell <==
kind                   cells  cell delay, ns
buffers and inverters      2            0.60
AND/OR/NAND/NOR            2            0.52
==> cell type report <==
class	count	area share
multi-input cells	24	0.380
well taps	46	0.105
repair buffers	35	0.515
==> layer usage <==
metal | vias to the layer above | global-route usage
li1 | 164 | -
met1 | 153 | 0.0435
met2 | 16 | 0.0441
met3 | 0 | 0.0114
met4 | 0 | 0
met5 | - | 0
==> what timing repair did <==
item | 4_1_cts | 5_1_grt
endpoints found under the hold margin | 0 | 0
gates resized | 55 | 3
setup buffers | 5 | 0
gates cloned | 0 | 0
hold buffers | 0 | 0
pin swaps | 7 | 4
endpoints found under the setup margin | 11 | 5
==> Yosys cell counts <==
| cell | n | area, um^2 |
|---|---|---|
| sky130_fd_sc_hd__or4_1 | 1 | 7.51 |
| sky130_fd_sc_hd__nand3_1 | 1 | 5.00 |
| sky130_fd_sc_hd__a211oi_1 | 1 | 7.51 |
| sky130_fd_sc_hd__nor4_2 | 1 | 12.5 |
| sky130_fd_sc_hd__o21ai_0 | 2 | 10.0 |
| sky130_fd_sc_hd__and2_2 | 1 | 7.51 |
| sky130_fd_sc_hd__nor2_1 | 3 | 11.3 |
| sky130_fd_sc_hd__nand2b_1 | 2 | 12.5 |
| sky130_fd_sc_hd__nor4b_1 | 1 | 8.76 |
| sky130_fd_sc_hd__nor3_1 | 5 | 25.0 |
| sky130_fd_sc_hd__or3_1 | 1 | 6.26 |
| sky130_fd_sc_hd__nor4_1 | 1 | 6.26 |
| sky130_fd_sc_hd__a31oi_1 | 1 | 6.26 |
| sky130_fd_sc_hd__a21oi_1 | 1 | 5.00 |
| sky130_fd_sc_hd__nor2b_1 | 1 | 6.26 |
| sky130_fd_sc_hd__buf_4 | 1 | 7.51 |
| sky130_fd_sc_hd__and2_1 | 1 | 6.26 |
==> worst max-delay path by stage <==
stage     startpoint        to  slack (ns)  cells after the start
6_report   opcode[4]  memtoreg        0.07                      4
5_1_grt    opcode[4]   memread        0.01                      4
4_1_cts    opcode[2]      jump       -0.14                      5
Power figures rest on the tool's default switching activity, not on a simulated workload.
