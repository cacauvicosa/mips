==> design.v <==
module mips(
    input clk, output [31:0] pc
	 );
	 wire regwrite,memread,memwrite,branch;
	 wire regdst, alusrc, memtoreg, zero, and_branch; 
	 wire [31:0] pc_4, data1, data2,readData,alu_B,writedata;
	 wire [31:0] instruction, signalextended, aluout, shiftleft2;
	 wire [31:0] add_pc_branch_target, new_pc;
	 wire [4:0] muxRegDst;
	 wire [3:0] aluctrl;
	 wire [1:0] aluop;
	 wire Xor,bne;	 
         assign and_branch = branch & Xor;	
         assign Xor = zero ^ bne;
         ControlUnit uc(instruction[31:26], regdst, alusrc, memtoreg, regwrite, memread,
			 memwrite, branch, aluop, bne);
	 PC prog_counter(clk, new_pc, pc);  
	 assign pc_4 = pc+4;  
	 InstructionMem instructionmem( pc>>2, instruction);  
	 assign signalextended = (instruction[15]) ? {16'hFFFF,instruction[15:0]}:{16'd0,instruction[15:0]} ;	
         assign shiftleft2 =  signalextended << 2;  
         assign add_pc_branch_target = pc_4 + shiftleft2;   
         assign new_pc = (and_branch) ? add_pc_branch_target : pc_4;  
         assign muxRegDst = (regdst)?  instruction[15:11]:instruction[20:16]; 
	 Register_Bank register_bank( clk,instruction[25:21],instruction[20:16], muxRegDst, writedata, regwrite,  data1, data2);
	 assign alu_B = (alusrc) ? signalextended:data2 ;
	 AluControl alucontrol(aluop, instruction[5:0],aluctrl);  
	 Alu alu(aluctrl, data1, alu_B, aluout, zero);  
	 DataMem datamem(clk,memread,memwrite,data2, aluout>>2, readData);  
	 assign writedata = (memtoreg) ? readData:aluout ;
endmodule 
module Register_Bank(
	input clk,
	input [4:0] read1,
	input [4:0] read2,
	input [4:0] writereg,
	input [31:0] writedata,
	input regwrite,
	output [31:0] data1,
	output [31:0] data2
	);
   reg [31:0] Registradores [31:0];  
   assign data1 = Registradores[read1]; 
   assign data2 = Registradores[read2];
   always @(posedge clk ) 
	begin 
	if (regwrite) 
	  begin
	     Registradores[writereg] <= writedata;
	  end
	end
integer i;
initial begin
    for (i = 8; i <= 15; i++) 
      Registradores[i] <= i-8;
    Registradores[0] <= 0;
    Registradores[28] <= 0; 
  end
endmodule
module PC(
	input clk,
	input [31:0] pc_in,
	output [31:0] pc);  
	reg [31:0] pc;
always @(posedge clk ) 
begin
  if (clk) pc = pc_in;
end    
initial begin
  pc <= 32'd0;
end
endmodule
module ControlUnit(
  input [5:0] opcode,  
  output regdst, 
  output alusrc, 
  output memtoreg, 
  output regwrite, 
  output memread, 
  output memwrite, 
  output branch, 
  output [1:0] aluop,
  output bne
  );
  reg [1:0] aluop;
  reg regdst, alusrc, memtoreg, regwrite, memread, memwrite, branch,bne;
  always @(opcode)
    begin
      bne = 0;
      case(opcode) 
			6'd0:  
			  begin
				 regdst <= 1 ;
				 alusrc <= 0 ;
				 memtoreg <= 0 ;
				 regwrite <= 1 ;
				 memread <= 0 ;
				 memwrite <= 0 ;
				 branch <= 0 ;
				 aluop <= 2 ;
			  end
			6'd4:  
			  begin
				 regdst <= 0 ;
				 alusrc <= 0 ;
				 memtoreg <= 0 ;
				 regwrite <= 0 ;
				 memread <= 0 ;
				 memwrite <= 0 ;
				 branch <= 1 ;
				 aluop <= 1 ;
			  end
			6'd5:  
			  begin
				 regdst <= 0 ;
				 alusrc <= 0 ;
				 memtoreg <= 0 ;
				 regwrite <= 0 ;
				 memread <= 0 ;
				 memwrite <= 0 ;
				 branch <= 1 ;
				 aluop <= 1 ;
				 bne <= 1;
			  end
			6'd8:  
			  begin
				 regdst <= 0 ;
				 alusrc <= 1 ;
				 memtoreg <= 0 ;
				 regwrite <= 1 ;
				 memread <= 0 ;
				 memwrite <= 0 ;
				 branch <= 0 ;
				 aluop <= 0 ;
			  end
			6'd35:  
			  begin
				 regdst <= 0 ;
				 alusrc <= 1 ;
				 memtoreg <= 1 ;
				 regwrite <= 1 ;
				 memread <= 1 ;
				 memwrite <= 0 ;
				 branch <= 0 ;
				 aluop <= 0 ;
			  end
			6'd43:  
			  begin
				 regdst <= 0 ;
				 alusrc <= 1 ;
				 memtoreg <= 0 ;
				 regwrite <= 0 ;
				 memread <= 0 ;
				 memwrite <= 1 ;
				 branch <= 0 ;
				 aluop <= 0 ;
			  end
			default: 
			  begin
				 regdst <= 0 ;
				 alusrc <= 0 ;
				 memtoreg <= 0 ;
				 regwrite <= 0 ;
				 memread <= 0 ;
				 memwrite <= 0 ;
				 branch <= 0 ;
				 aluop <= 0 ;
			  end
      endcase
    end
endmodule
module AluControl(
   input [1:0] aluop,
   input [5:0] funct,
   output [3:0] alucontrol
   );
reg [3:0] alucontrol;
   always @(aluop or funct)
    begin
      case (aluop)
			0: alucontrol <= 4'd2;  
			1: alucontrol <= 4'd6;  
			default:
			  begin
				 case (funct)
					32: alucontrol <= 4'd2;  
					34: alucontrol <= 4'd6;  
					36: alucontrol <= 4'd0;  
					37: alucontrol <= 4'd1;  
					39: alucontrol <= 4'd12;  
					42: alucontrol <= 4'd7;  
					default: alucontrol <= 4'd15;  
				 endcase
			  end
      endcase
    end
endmodule
module Alu(
   input [3:0] alucontrol,
   input [31:0] A,
	input [31:0] B,
   output [31:0] aluout,
   output zero
	);
   reg [31:0] aluout;
   assign zero = (aluout == 0);  
   always @(alucontrol, A, B)  
    begin
        case (alucontrol) 
			  0: aluout <= A & B;  
			  1: aluout <= A | B;  
			  2: aluout <= A + B;  
			  6: aluout <= A - B;  
			  7: aluout <= A < B ? 32'd1:32'd0;  
			  12: aluout <= ~(A | B);  
			  default: aluout <= 0;  
			endcase
    end
endmodule
module DataMem(
   input clk,
   input MemRead,
   input MemWrite,
   input [31:0] writeData,
   input [31:0] address,
   output[31:0] readData
	);
reg [31:0] memory [127:0]; 
   assign 	readData = memory[address];
   always @(posedge clk) 
		begin
 		if (MemWrite) 
			begin
			memory[address] <= writeData;
			end
		end
integer i;
initial begin
    for (i = 0; i <= 127; i++) 
      memory[i] = i;
    end
endmodule
module InstructionMem (
  input [31:0] address,  
  output [31:0] instruction_out 
  );
  reg [31:0] inst_mem[31:0];
  assign instruction_out = inst_mem[address];
initial begin 
  inst_mem[0] <= 32'h00004820;
  inst_mem[1] <= 32'h8f8a0004;
  inst_mem[2] <= 32'h8f8b0008;
  inst_mem[3] <= 32'h012a4820;
  inst_mem[4] <= 32'h216bffff;
  inst_mem[5] <= 32'h1560fffd;
  inst_mem[6] <= 32'haf890000;
end
endmodule
==> run.sh <==
#!/bin/bash
# OpenROAD 26Q1-2900-gdf79404cd8, Yosys 0.63+post, stock flow scripts
make -C /OpenROAD-flow-scripts/flow DESIGN_CONFIG=/design/flow/config.mk WORK_HOME=/design/flow/orfs finish
==> config.mk <==
export PLATFORM = sky130hd
export DESIGN_NAME = mips
export DESIGN_NICKNAME = mips
export VERILOG_FILES = /design/flow/design.v
export SDC_FILE = /design/flow/constraint.sdc
export NUM_CORES = 4
export LEC_CHECK = 1
export CORE_UTILIZATION = 50
export SYNTH_MEMORY_MAX_BITS = 65536
==> constraint.sdc <==
current_design mips

set clk_period 65.7
set clk_io_pct 0.2

create_clock -name clk0 -period $clk_period [get_ports {clk}]

set non_clock_inputs [all_inputs -no_clocks]
set_input_delay [expr $clk_period * $clk_io_pct] -clock clk0 $non_clock_inputs
set_output_delay [expr $clk_period * $clk_io_pct] -clock clk0 [all_outputs]
==> flow_metrics.tcl <==
# collected from the flow reports
set metrics [dict create \
    leakage_nw 68.7 \
    wl_mm 660 \
    cts_buffers 453 \
    antenna_left 0 \
    finalClockPeriodUsage 0.231 \
    coreArea_um2 364000 \
    synthAoiAreaFrac 0.107 \
    ys_chip_area_um2 183000 \
    drive_above_1_share 0.126 \
    crit_chain "clkdlybuf4s50_1" \
    cap_violations 0 \
    syn_to_final_growth_pct 13.3 \
    avgSynthCellArea_um2 14.0 \
    setup_viol 0 \
    num_rows 221 \
    cp-end-kind "primary output" \
    vias_per_cell 6.44 \
    p_seq_frac 0.556 \
    cts.clk_slew.worst_paths_ns 0.06 \
    violations "slew limit" \
    flop_cell "edfxtp_1" \
    p_clk_frac 0.444 \
    chip_area_um2 369000 \
    hp-class "flop to flop" \
    drc_errors 0 \
    grt_pass1_wl_mm 922 \
    ys_seq_frac 0.738 \
    finalSetupTns_ns 0 \
    io_pins 33 \
    worst_pin_slew_ns 1.74 \
    ys_warn_count 7 \
    synthXorXnorAreaFrac 0.00382 \
    worstSetupPathType "flop to primary output" \
    synth.mux.area_fraction 0.0341 \
    postCtsSetupBuffers 0 \
    lay_top_count "edfxtp_1" \
    numSynthFlops 4510 \
    synth.distinct_cells 86 \
    crit_cells 1 \
    syn_area_um2 183000 \
    wl_per_cell_um 35.3 \
    switching_share 0.194 \
    ys_sh_adder 0.00805 \
    die_y_um 607 \
    grt_max_degree 105 \
    edf_count 4480 \
    async_flop_share 0 \
    final_cell_count_no_fill 18700 \
    cts_tree "built" \
    status "finished with violations" \
    fmax_mhz 66.0 \
    postLayoutCellArea_um2 208000 \
    finalMaxSlewViolations 1 \
    placed_area_um2 193000 \
    slowest_stage "clkdlybuf4s50_1" \
    final_util 0.571 \
    cts.repair.resized 0 \
    gp_congestion 0.999 \
    dp_hpwl_mm 387 \
    topCombFamilyByArea "AND-OR/OR-AND gates" \
    hold_path_depth 2 \
    drtIter0Drc 9638 \
    postCtsHoldBufs 0 \
    cp_data_required_time_ns 52.56 \
    die_x_um 607 \
    track_usage 0.398 \
    first_global_vias 124000 \
    comb_power_share 0.001 \
    ys_sh_simple 0.0884 \
    clk_latency_ns 1.04 \
    critical_path_arrival_ns 2.02 \
    r2r.worst_path.cells 28 \
    relSlewSlack -0.162 \
    syn_inst 13100 \
    skew_ns 0.0539 \
    grt_overflow 0 \
    initial_core_util 0.504 \
    p_switching_mw 1.09 \
    slowest_delay_ns 0.52 \
    cp-start-kind "flop" \
    route.vias.total 120000 \
    cts-htree-levels 5 \
    crit_path_max_fanout 9 \
    firstDrtPassIters 6 \
    portBuffers 30 \
    powerDensity_nw_per_um2 27.0 \
    ys_cells 13100 \
    warnings 84 \
    cts_buffer_depth 4 \
    p_int_mw 4.52 \
    cts_sinks 4510 \
    crit_family "buffers and inverters" \
    rsz0062_at_grt "no" \
    placedCellCount 17800 \
    ir_drop_mv 0.0257 \
    root_buffer "clkbuf_16" \
    crit_buf_inv 1 \
    layout_top_cells "4480 x edfxtp_1, 2662 x nand2_1, 1320 x a21oi_1" \
    hold_violations 0 \
    antenna_found_initial 48 \
    min_period_ns 15.16 \
]
-- cell type report --
type	instances	area [um2]
clock buffer	553	11800
clock inverter	274	2360
tap	4794	6000
timing repair buffer	687	5520
multi-input combinational	7704	46200
antenna	46	115
sequential	4510	135000
inverter	130	567
fill	27000	156000
-- per-layer routing --
| metal | vias to the layer above | share of wire | global-route usage | wire [um] |
|---|---|---|---|---|
| met4 | 90 | 0.070 | 0.208 | 46300 |
| met5 | - | 0.0048 | 0.0645 | 3140 |
| li1 | 51000 | - | - | - |
| met2 | 9484 | 0.43 | 0.524 | 283000 |
| met1 | 58200 | 0.29 | 0.442 | 192000 |
| met3 | 1681 | 0.20 | 0.349 | 135000 |
-- logic make-up (layout without fill, tap and decap cells) --
group	after synthesis	after routing
DFF	4510	4510
and+or+nand+nor	3913	3913
AOI/OAI and AO/OA	3070	3070
buffers and inverters	1020	1644
muxes	395	395
adders and majority gates	116	116
xor gates and xnor gates	80	80
other	1	176
-- per-stage QoR --
stage | power, mW | setup slack, ns | hold slack, ns
after global placement | 3.18 | 51.60 | 0.568
after CTS | 5.63 | 50.49 | 0.593
final | 5.61 | 50.54 | 0.582
after detailed placement | 3.18 | 51.57 | 0.569
after global routing | 5.74 | 50.46 | 0.627
after floorplan | 3.18 | 52.18 | 0.510
-- path summary, 6_finish.rpt --
path                       start                                  to  slack (ns)
min reg2reg  prog_counter.pc[31]                 prog_counter.pc[31]        0.58
max reg2reg   prog_counter.pc[3]  register_bank.Registradores[28][0]       54.10
min          prog_counter.pc[31]                 prog_counter.pc[31]        0.58
max           prog_counter.pc[3]                               pc[3]       50.54
-- registers in the layout, indices dropped and copies added, names as in the netlist --
register                     flops
datamem.memory                4096
register_bank.Registradores    384
prog_counter.pc                 30
-- power groups by stage --
stage	Sequential, mW	Clock (mW)	Combinational (mW)
global route	3.12	2.62	0.00348
finish	3.12	2.49	0.00300
CTS	3.12	2.51	0.00303
-- cell usage after synthesis, types with 86 or more instances --
master | number | area [um2]
nand3_1 | 626 | 3130
nor2_1 | 312 | 1170
buf_1 | 250 | 938
a311oi_1 | 87 | 762
inv_1 | 130 | 488
and3_1 | 87 | 544
ha_1 | 113 | 1410
a221oi_1 | 225 | 1970
mux2i_1 | 186 | 1860
nand2_1 | 2672 | 10000
o21ai_0 | 334 | 1670
nor3_1 | 86 | 430
edfxtp_1 | 4480 | 135000
a21oi_1 | 1325 | 6630
o22ai_1 | 105 | 657
a211oi_1 | 401 | 3010
mux4_2 | 174 | 3920
clkbuf_1 | 603 | 2260
Power is estimated from default activity; no workload was simulated.
